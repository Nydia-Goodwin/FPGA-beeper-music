[flow/config.mk]
export PLATFORM = sky130hd
export DESIGN_NAME = gen_snd
export DESIGN_NICKNAME = gen_snd
export VERILOG_FILES = /design/flow/design.v
export SDC_FILE = /design/flow/constraint.sdc
export NUM_CORES = 4
export LEC_CHECK = 1
export CORE_UTILIZATION = 40
[flow/constraint.sdc]
current_design gen_snd

set clk_period 7.8
set clk_io_pct 0.2

create_clock -name clk0 -period $clk_period [get_ports {clk}]

set non_clock_inputs [all_inputs -no_clocks]
set_input_delay [expr $clk_period * $clk_io_pct] -clock clk0 $non_clock_inputs
set_output_delay [expr $clk_period * $clk_io_pct] -clock clk0 [all_outputs]
[flow/design.v]
module bps(clk,rst,bpssrt,bpsclk,choose);
	input clk,rst;	
	input bpssrt;	 
	input[1:0] choose; 
	output reg bpsclk;	 
	reg[13:0] bps,smp;	 
	always 
		begin
			case(choose[1:0])
			2'b11:begin bps<=13'd5207; smp<=13'd2603; end  
			2'b10:begin bps<=13'd2603; smp<=13'd1301; end  
			2'b01:begin bps<=13'd867; smp<=13'd433; end  
			2'b00:begin bps<=13'd433; smp<=13'd216; end  
			default:begin bps<=bps; smp<=smp; end
			endcase
		end
	reg[12:0] cnt;	 
	always@(posedge clk or negedge rst)
		begin
			if(!rst)
				cnt<=13'd0;
			else if(cnt==bps)
				cnt<=13'd0;
			else if(bpssrt) 
				cnt<=cnt+1'b1;
			else
				cnt<=13'd0;
		end
	always bpsclk = (cnt == smp)? 1'b1: 1'b0;
endmodule
module fd(cp,rst,key,key_pulse);
	parameter N=7; 
	input cp;
	input rst;
	input[N-1:0] key; 
	output[N-1:0] key_pulse; 
	reg[N-1:0] key_pre; 
	reg[N-1:0] key_rst; 
	reg[17:0] cnt=0;
	wire[N-1:0] key_edge;
	always@(posedge cp or negedge rst)
		begin
			if(!rst)
				begin
				key_rst<={N{1'b1}};
				key_pre<={N{1'b1}};
				end
			else begin
				key_rst<=key;
				key_pre<=key_rst;
				end
			end
	assign key_edge=(key_pre&(~key_rst)); 
	always@(posedge cp or negedge rst)			
		begin
			if(!rst)
				cnt<=18'h0;
			else if(key_edge)
				cnt<=18'h0;
			else
				cnt<=cnt+1'h1;
		end
	reg[N-1:0] key_sec_pre; 
	reg[N-1:0] key_sec; 
	always@(posedge cp or negedge rst)
		begin
			if(!rst)
				key_sec<={N{1'b1}};
			else if(cnt==18'h3ffff)
				key_sec<=key;
		end
	always@(posedge cp or negedge rst)
		begin
			if(!rst)
				key_sec_pre<={N{1'b1}};
			else
				key_sec_pre<=key_sec;
			end
	assign key_pulse=key_sec_pre&(~key_sec); 
endmodule
module gen_snd(clk,rst,tx_out,choose,row,column,seg,scan,piano_out,key);
	input clk,rst;
	input[1:0] choose;
	input[3:0] column;
	input[6:0] key;
	output[5:0] scan;
	output[7:0] seg;
	output[3:0] row;
 	output tx_out,piano_out;
	wire[7:0] dataout;
	wire[7:0] tx_data;	 
	wire tx_en;	 
	wire tx_stop;	 
	tx_ctrl V1(.clk(clk),.rst(rst),.tx_stop(tx_stop),.tx_en(tx_en),.tx_data(tx_data),.dataout(dataout));
	snddata V2(.clk(clk),.rst(rst),.tx_data(tx_data),.tx_en(tx_en),.tx_stop(tx_stop),.tx_out(tx_out),.choose(choose));
	keyboard4x4 V3(.row(row),.clk(clk),.start(rst),.column(column),.dout(dataout),.key(key));
	scan_led V4(.seg(seg),.scan(scan),.clk(clk),.datain(dataout));
	music V5(.clk(clk),.rst(rst),.datain(tx_data),.flag(piano_out));
endmodule
module keyboard4x4(row,clk,start,column,dout,key);
	output[3:0] row; 
	output reg[7:0] dout; 
	input clk,start; 
	input[6:0] key;
	input[3:0] column; 
	reg[3:0] row;
	reg[1:0] count; 
	reg[1:0] sta; 
	reg[7:0] dat,dat1; 
	reg[20:0] div=0; 
	reg fn,cp=0;
	wire[6:0] key_pulse;
	initial dout=5'b00000;
	always @(posedge clk)
		begin
			div=div+1;
			if(div==21'd500000) 
			begin
				cp=~cp;
				div=0;
			end
		end
	always@(posedge clk)
		begin
			case(key_pulse)
				7'b1000000:dat1<='b00000001;
				7'b0100000:dat1<='b00000010;
				7'b0010000:dat1<='b00000011;
				7'b0001000:dat1<='b00000100;
				7'b0000100:dat1<='b00000101;
				7'b0000010:dat1<='b00000110;
				7'b0000001:dat1<='b00000111;
				default:dat1<='b00000000;
			endcase
		end
	always @(posedge cp)
		begin
		if(start==0)
			begin dat<='b00000000; end
		else
			begin
				count<=count+1;
				case(count)
				2'b00:begin row<='b1110;sta<='b00;end
				2'b01:begin row<='b1101;sta<='b01;end
				2'b10:begin row<='b1011;sta<='b10;end
				2'b11:begin row<='b0111;sta<='b11;end
				endcase
				case(sta)
				2'b00:begin
					case(column)
					4'b1110:dat<='b00100111; 
					4'b1101:dat<='b00100011; 
					4'b1011:dat<='b00010111; 
					4'b0111:dat<='b00010011; 
					default:dat<='b00000000;
					endcase
					end
				2'b01:begin
					case(column)
					4'b1110:dat<='b00100110; 
					4'b1101:dat<='b00100010; 
					4'b1011:dat<='b00010110; 
					4'b0111:dat<='b00010010; 
					default:dat<='b00000000;
					endcase
					end
				2'b10:begin
					case(column)
					4'b1110:dat<='b00100101; 
					4'b1101:dat<='b00100001; 
					4'b1011:dat<='b00010101; 
					4'b0111:dat<='b00010001; 
					default:dat<='b00000000;
					endcase
					end
				2'b11:begin
					case(column)
					4'b1110:dat<='b00100100; 
					4'b1101:dat<='b00100000; 
					4'b1011:dat<='b00010100; 
					4'b0111:dat<='b00010000; 
					default:dat<='b00000000;
					endcase
					end
				default:dat<='b00000000;
				endcase
			end
		end	
		always
			fn<=(dat[0]||dat[1]||dat[2]||dat[3]||dat[4]||dat[5]||dat[6]||dat[7])||(dat1[0]||dat1[1]||dat1[2]||dat1[3]||dat1[4]||dat1[5]||dat1[6]||dat1[7]); 
		always@(posedge fn)
			if(dat1==7'b0000000)
				begin dout[7:0]<=dat[7:0]; end
			else
				begin dout[7:0]<=dat1[7:0]; end
		fd W1(.cp(clk),.rst(start),.key(key),.key_pulse(key_pulse));
endmodule
module music(clk,rst,datain,flag);
	input	clk;		 
	input	rst;	 
	input[7:0]	datain;		 
	reg[17:0] origin,bw;
	reg[17:0] div;
	reg[6:0] tone;
	output reg flag;
always@(posedge clk)
	tone<=datain;
always@(posedge clk or negedge rst)
	begin
		if(!rst)
			begin
				div<=0;
				flag<=1;
			end
		else
			begin
				if(div==18'd262143)
					begin
						div<=origin;
						flag<=0;
					end
				else
					begin
						div<=div+1'b1;
						if(div>bw)
							flag<=1;
						else flag<=0;
					end
			end
		end
always@(tone) 
	begin
		case(tone)
			6'h01:begin origin<=18'd71079;bw<=18'd75849; end	 
			6'h02:begin origin<=18'd91895;bw<=18'd95222; end	 
			6'h03:begin origin<=18'd110479;bw<=18'd113844; end	 
			6'h04:begin origin<=18'd118995;bw<=18'd122573; end	 
			6'h05:begin origin<=18'd134611;bw<=18'd137799; end	 
			6'h06:begin origin<=18'd148527;bw<=18'd151367; end	 
			6'h07:begin origin<=18'd160927;bw<=18'd163457; end	 
			6'h11:begin origin<=18'd166479;bw<=18'd168870; end	 
			6'h12:begin origin<=18'd177027;bw<=18'd179154; end	 
			6'h13:begin origin<=18'd186327;bw<=18'd188222; end	 
			6'h14:begin origin<=18'd190579;bw<=18'd192364; end	 
			6'h15:begin origin<=18'd198395;bw<=18'd199985; end	 
			6'h16:begin origin<=18'd205343;bw<=18'd206763; end	 
			6'h17:begin origin<=18'd211543;bw<=18'd212808; end	 
			6'h21:begin origin<=18'd214360;bw<=18'd215554; end	 
			6'h22:begin origin<=18'd219576;bw<=18'd220640; end	 
			6'h23:begin origin<=18'd224243;bw<=18'd225190; end	 
			6'h24:begin origin<=18'd226343;bw<=18'd227238; end	 
			6'h25:begin origin<=18'd230259;bw<=18'd231056; end	 
			6'h26:begin origin<=18'd233736;bw<=18'd234446; end	 
			6'h27:begin origin<=18'd236826;bw<=18'd237459; end	 
			default:begin origin<=18'd262142;bw<=18'd0; end	 
	endcase
end
endmodule
module scan_led(seg,scan,clk,datain,num1,num2);
	input clk; 
	input[7:0] datain; 
	output[7:0] seg; 
	output[5:0] scan; 
	reg[7:0] seg;
	reg[5:0] scan;
	reg[2:0] cnt6=0; 
	reg cp=0; 
	reg[20:0] div=0;  
	reg[3:0] data,data1,data2;
	input[3:0] num1,num2;
	always@(posedge clk)
		begin
			data1<=datain;
			data2<={datain[7],datain[6],datain[5],datain[4]};
		end
	always @(posedge clk)
		begin
			div=div+1;
			if(div==21'd25000)
			begin
				cp=~cp;
				div=0;
			end
		end
	always @(posedge cp)
		begin
			cnt6=cnt6+1;
			if(cnt6==3'd6) cnt6=0;
		end
	always @(posedge cp)
		begin
			case(cnt6[2:0])
			3'b000: begin scan<='b111110;data<=data1;end
			3'b001: begin scan<='b111101;data<=data2;end
			3'b100: begin scan<='b111011;data<=num2;end
			3'b101: begin scan<='b110111;data<=num1;end
			default: scan<='b111111;
			endcase
		end
	always
		begin
				case(data[3:0])
					4'b0000:seg[7:0]<=8'b00000011; 
					4'b0001:seg[7:0]<=8'b10011111; 
					4'b0010:seg[7:0]<=8'b00100101; 
					4'b0011:seg[7:0]<=8'b00001101; 
					4'b0100:seg[7:0]<=8'b10011001; 
					4'b0101:seg[7:0]<=8'b01001001; 
					4'b0110:seg[7:0]<=8'b01000001; 
					4'b0111:seg[7:0]<=8'b00011111; 
					4'b1000:seg[7:0]<=8'b00000001; 
					4'b1001:seg[7:0]<=8'b00001001; 
					4'b1010:seg[7:0]<=8'b00010001; 
					4'b1011:seg[7:0]<=8'b11000001; 
					4'b1100:seg[7:0]<=8'b01100011; 
					4'b1101:seg[7:0]<=8'b10000101; 
					4'b1110:seg[7:0]<=8'b01100001; 
					4'b1111:seg[7:0]<=8'b01110001; 
					default:seg[7:0]<=8'b11111111;
				endcase
		end
endmodule			
module snddata(clk,rst,tx_data,tx_en,tx_stop,tx_out,choose);
	input clk,rst;
	input[7:0] tx_data;
	input tx_en;
	input[1:0] choose;
	output tx_stop;
	output tx_out;
	wire bpsclk;
	bps V1(.clk(clk),.rst(rst),.bpssrt(tx_en),.bpsclk(bpsclk),.choose(choose));
	uart_tx V2(.clk(clk),.rst(rst),.tx_en(tx_en),.tx_data(tx_data),.bpsclk(bpsclk),.tx_stop(tx_stop),.tx_out(tx_out));
endmodule
module tx_ctrl(clk,rst,tx_stop,tx_en,tx_data,dataout);
	input clk,rst;
	input tx_stop;
	input[7:0] dataout;
	output tx_en;
	output[7:0] tx_data;
	reg[24:0] cnt;
	always@(posedge clk or negedge rst) 
		begin
			if(!rst)
				cnt<=25'd0;
			else if(cnt==25'd5000000)
				cnt<=25'd0;
			else
				cnt<=cnt+1'b1;
		end
	reg isEn;
	reg[7:0] rDatar,datatmp;
	always@(posedge clk or negedge rst)
		begin
			if(!rst)
				begin
					isEn<=1'b0;
					rDatar<=8'b0;
				end
			else if(tx_stop)
				begin
					isEn<=1'b0;
					rDatar<=datatmp;
				end
			else if(cnt==25'd5000000)
				begin
					datatmp<=dataout;
					rDatar<=dataout;
					isEn<=1'b1;
				end
		end	
	assign tx_data=rDatar;
	assign tx_en=isEn;
endmodule
module uart_tx(clk,rst,tx_en,tx_data,bpsclk,tx_stop,tx_out);
	input clk,rst,bpsclk;
	input tx_en;	 
	input[7:0] tx_data;
	output tx_stop,tx_out;
	reg[3:0] i;
	reg rTX;
	reg isDone;
	always@(posedge clk or negedge rst)
		begin
			if(!rst)
				begin
					i<=4'd0;
					rTX<=1'b1;
					isDone<=1'b0;
				end
			else if(tx_en)
				case(i)
					4'd0:
					if(bpsclk) begin i<=i+1'b1;rTX<=1'b0; end
					4'd1,4'd2,4'd3,4'd4,4'd5,4'd6,4'd7,4'd8:
					if(bpsclk) begin i<=i+1'b1;rTX<=tx_data[i-1]; end
					4'd9:
					if(bpsclk) begin i<=i+1'b1;rTX<=1'b1; end
					4'd10:
					if(bpsclk) begin i<=i+1'b1;rTX<=1'b1; end
					4'd11:
					if(bpsclk) begin i<=i+1'b1;isDone<=1'b1; end
					4'd12:
					begin i<=4'd0;isDone<=1'b0; end
				endcase
		end
	assign tx_out=rTX;
	assign tx_stop=isDone;
endmodule
[flow/run.sh]
#!/bin/bash
# OpenROAD 26Q1-2900-gdf79404cd8, Yosys 0.63+post, stock flow scripts
make -C /OpenROAD-flow-scripts/flow DESIGN_CONFIG=/design/flow/config.mk WORK_HOME=/design/flow/orfs finish
==> impl_metrics.csv <==
group,metric,value,unit
sta,finalCritPeriodShare,49.8,%
sta,slew_violations,0,
cells_and_area,layout.area.comb,0.00580,mm^2
synthesis,ys_types,73,
cells_and_area,drive_gt1_share,8.39,%
floorplanning,pin_count,35,
cells_and_area,ff_latch_area,0.00569,mm^2
grt,overflow,0,
synthesis,postSynthCellCount,1245,
grt,grt_pass1_wl,39.5,mm
synthesis,syn-cell-area,0.0119,mm^2
route,wl_met1,10.9,mm
sta,unclocked_regs,36,
sta,setup_viol,0,
route,wl_met2,10.2,mm
job,maxCapViolCount,0,
worst_setup_path,required,8.24,ns
grt,grt_max_degree,128,
floorplanning,core-area,0.0290,mm^2
job,warnings,54,
clock_network,holdBufCountCts,0,
worst_setup_path,r2r_start,"V3.div[0]",
route,drc,0,
clock_network,post_cts_buffers,0,
floorplanning,die_height,175,um
floorplanning,fp-utilization,41.2,%
power_and_ir_drop,powerDensity,167,mW/mm^2
sta,fmax,257,MHz
route,drtIter0Drc,683,
power_and_ir_drop,intPower,1.79,mW
power_and_ir_drop,irDropWorstVdd,0.000173,V
synthesis,yosys_warnings,15,
clock_network,cts_buffer_depth,3,
floorplanning,rows,62,
synthesis,synth_flops,244,
synthesis,ys_cells,1245,
route,ant_nets,0,
synthesis,yosys-stat-area,0.0119,mm^2
route,wl_met3,1.08,mm
synthesis,top_area_cell,"dfxtp_1",
grt,antenna_found_initial,0,
route,first_pass_iters,5,
route,routed_via_density,5.14,
cells_and_area,syn_to_final_growth,12.3,%
synthesis,synth-main-ff-cell,"dfxtp_1",
synthesis,synth_top_cell_by_count,"nand2_1",
clock_network,cts_tree,"built",
worst_setup_path,cp.arrival,4.32,ns
worst_setup_path,critPathLaunchType,"input port",
synthesis,synthArstFlopShare,47.1,%
worst_setup_path,cp-end-kind,"flip-flop",
clock_network,clk-insertion-delay-late,0.52,ns
worst_setup_path,critPathKind,"in2reg",
placed_design,io_buffers,31,
worst_setup_path,endpoint,"V2.V2.i[3]",
route,drt_wl_total,22.6,mm
sta,grt_setup_unrepaired,"false",
synthesis,synthTopCellsByCount,"nand2_1, dfxtp_1, nor2_1",
clock_network,cts_buffers,24,
clock_network,cts_root_buf,"clkbuf_16",
power_and_ir_drop,swShare,20.2,%
hold_path,hold_class,"reg2reg",
sta,worst_slack,3.92,ns
grt,grt_usage,15.9,%
route,antenna_cells,0,
sta,tightest_slew,0.704,ns
worst_setup_path,rrSetupSlack,4.81,ns
worst_setup_path,critPathLaunch,"choose[0]",
sta,hold_violations,0,
placed_design,dp_slack,3.41,ns
placed_design,place_congestion,0.920,
grt,grt_pass1_vias,8059,
route,dr_total_vias,8520,
sta,fin_skew,0.0119,ns
synthesis,synth-edff-count,19,
sta,finalSetupTns,0,ns
sta,maxSlewHeadroom,53.1,%
placed_design,dpl.hpwl,15.3,mm
route,wl_per_cell,13.6,um
power_and_ir_drop,combPwrFrac,1.5,%
power_and_ir_drop,sequentialPowerShare,48.6,%
floorplanning,dieArea,0.0306,mm^2
synthesis,ys_seq_share,47.6,%
worst_setup_path,r2r_end,"V3.cp",
clock_network,htreeDepth,1,
worst_setup_path,cp_max_fo,7,
synthesis,synth.avg_cell_area,9.59,um^2
cells_and_area,fill_cells,2701,
clock_network,cts_resized,0,
sta,min_period,3.88,ns
power_and_ir_drop,p_leak,5.45,nW
synthesis,area_leaders,"dfxtp_1, dfrtp_1, dfstp_2",
power_and_ir_drop,power.switching,0.452,mW
outcome,status,"complete, no violations",
sta,untimed_endpoints,73,
worst_setup_path,rr_worst_depth,6,
floorplanning,die_w,175,um
power_and_ir_drop,p_clk_share,49.9,%
synthesis,synthDominantCellAreaShare,18.4,%
clock_network,path_clk_slew,0.06,ns
route,top_layer,"met4",
-- sequential cells by signal, summed over array words and instances (netlist names), 4 cells and up, named ones only --
signal	cells
V4.scan	4
V3.W1.cnt	18
V5.div	18
V5.origin	18
V2.V1.cnt	13
V2.V2.i	4
V3.W1.key_pre	7
V1.datatmp	5
V1.cnt	25
V4.div	21
V3.dout	5
V5.bw	18
V3.div	21
V3.row	4
V3.W1.key_sec_pre	7
V1.rDatar	5
seg	7
V3.W1.key_sec	7
V3.dat	5
V3.W1.key_rst	7
-- cell type report --
cell class,count,share of cell area (%)
clock buffers,40,5.61
clock inverters,4,0.420
inverters,69,1.93
multi-input cells,879,43.2
flip-flops and latches,244,42.4
well taps,384,3.58
repair buffers,39,2.84
-- kinds of logic after synthesis --
kind of cell / share of synthesized area (%)
AOI/OAI and AO/OA: 10.9
other: 0.0314
muxes: 3.14
adders and majority gates: 5.97
buffers and inverters: 4.06
DFF: 47.6
and+or+nand+nor: 20.3
xor gates and xnor gates: 7.99
-- per-stage QoR --
stage	std cells	utilization, %	instance area (um^2)	total power, mW	hold slack (ns)
3_5_place_dp	1615	43.4	12600	1.14	0.356
3_3_place_gp	1615	43.4	12600	1.14	0.356
5_1_grt	1659	46.2	13400	2.32	0.366
6_report	1659	46.2	13400	2.24	0.360
2_1_floorplan	1247	-	12000	1.12	0.354
4_1_cts	1659	46.2	13400	2.27	0.360
-- worst min path at each step --
| stage | start | end | slack [ns] | cells past startpoint |
|---|---|---|---|---|
| after CTS | V3.W1.key_rst[4] | V3.W1.key_pre[4] | 0.36 | 0 |
| after global routing | V3.W1.key_rst[1] | V3.W1.key_pre[1] | 0.37 | 0 |
| final | V3.W1.key_rst[0] | V3.W1.key_pre[0] | 0.36 | 0 |
-- cells in the final DEF, fill, tap and decap left out, types with 6 or more instances in the layout --
| cell | instances |
|---|---|
| a21o_1 | 11 |
| a21oi_1 | 45 |
| a31oi_1 | 10 |
| and2_1 | 9 |
| and3_1 | 26 |
| and4_1 | 10 |
| buf_4 | 8 |
| clkbuf_1 | 8 |
| clkbuf_16 | 25 |
| clkbuf_8 | 7 |
| clkdlybuf4s50_1 | 30 |
| dfrtp_1 | 85 |
| dfstp_2 | 30 |
| dfxtp_1 | 110 |
| edfxtp_1 | 19 |
| ha_1 | 57 |
| inv_1 | 67 |
| mux2_2 | 10 |
| mux2i_1 | 24 |
| nand2_1 | 112 |
| nand2b_1 | 13 |
| nand3_1 | 58 |
| nand3b_1 | 6 |
| nand4_1 | 30 |
| nor2_1 | 109 |
| nor2b_1 | 19 |
| nor3_1 | 25 |
| nor4_1 | 8 |
| nor4b_1 | 8 |
| o211ai_1 | 8 |
| o21ai_0 | 69 |
| o22ai_1 | 13 |
| xnor2_1 | 60 |
| xor2_1 | 49 |
-- layer usage --
layer / vias to the layer above / GRT usage, %
li1: 4353 / -
met1: 3948 / 25.7
met2: 184 / 24.1
met3: 35 / 1.86
met4: 0 / 2.75
met5: - / 0
-- critical path, cell delays in order --
cell,delay [ns]
clkdlybuf4s50_1,0.60
inv_1,0.10
ha_1,0.34
or3b_2,0.45
a211o_1,0.31
nor4_1,0.36
o211a_1,0.30
a41oi_1,0.14
a41oi_1,0.17
-- power by group through the flow --
stage     Clock [mW]  Combinational, mW  Sequential [mW]
4_1_cts         1.15             0.0364             1.09
5_1_grt         1.19             0.0404             1.09
6_report        1.12             0.0346             1.09
Power is estimated from default activity; no workload was simulated.
